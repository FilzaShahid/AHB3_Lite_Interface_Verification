<file path="./run.sh">
#!/bin/bash
# OpenROAD 26Q1-2900-gdf79404cd8, Yosys 0.63+post, stock flow scripts
make -C /OpenROAD-flow-scripts/flow DESIGN_CONFIG=/design/flow/config.mk WORK_HOME=/design/flow/orfs finish
</file>
<file path="./config.mk">
export PLATFORM = sky130hd
export DESIGN_NAME = rl_queue
export DESIGN_NICKNAME = rl_queue
export VERILOG_FILES = /design/flow/design.v
export SDC_FILE = /design/flow/constraint.sdc
export NUM_CORES = 4
export LEC_CHECK = 1
export CORE_UTILIZATION = 40
export SYNTH_HDL_FRONTEND = slang
</file>
<file path="./constraint.sdc">
current_design rl_queue

set clk_period 4.9
set clk_io_pct 0.2

create_clock -name clk0 -period $clk_period [get_ports {clk_i}]

set non_clock_inputs [all_inputs -no_clocks]
set_input_delay [expr $clk_period * $clk_io_pct] -clock clk0 $non_clock_inputs
set_output_delay [expr $clk_period * $clk_io_pct] -clock clk0 [all_outputs]
</file>
<file path="./design.v">
package ahb3lite_pkg;
  localparam       HTRANS_SIZE   = 2;
  localparam       HSIZE_SIZE    = 3;
  localparam       HBURST_SIZE   = 3;
  localparam       HPROT_SIZE    = 4;
  localparam [1:0] HTRANS_IDLE   = 2'b00,
                   HTRANS_BUSY   = 2'b01,
                   HTRANS_NONSEQ = 2'b10,
                   HTRANS_SEQ    = 2'b11;
  localparam [2:0] HSIZE_B8    = 3'b000,
                   HSIZE_B16   = 3'b001,
                   HSIZE_B32   = 3'b010,
                   HSIZE_B64   = 3'b011,
                   HSIZE_B128  = 3'b100,  
                   HSIZE_B256  = 3'b101,  
                   HSIZE_B512  = 3'b110,
                   HSIZE_B1024 = 3'b111,
                   HSIZE_BYTE  = HSIZE_B8,
                   HSIZE_HWORD = HSIZE_B16,
                   HSIZE_WORD  = HSIZE_B32,
                   HSIZE_DWORD = HSIZE_B64;
  localparam [2:0] HBURST_SINGLE = 3'b000,
                   HBURST_INCR   = 3'b001,
                   HBURST_WRAP4  = 3'b010,
                   HBURST_INCR4  = 3'b011,
                   HBURST_WRAP8  = 3'b100,
                   HBURST_INCR8  = 3'b101,
                   HBURST_WRAP16 = 3'b110,
                   HBURST_INCR16 = 3'b111;
  localparam [3:0] HPROT_OPCODE         = 4'b0000,
                   HPROT_DATA           = 4'b0001,
                   HPROT_USER           = 4'b0000,
                   HPROT_PRIVILEGED     = 4'b0010,
                   HPROT_NON_BUFFERABLE = 4'b0000,
                   HPROT_BUFFERABLE     = 4'b0100,
                   HPROT_NON_CACHEABLE  = 4'b0000,
                   HPROT_CACHEABLE      = 4'b1000;
  localparam       HRESP_OKAY  = 1'b0,
                   HRESP_ERROR = 1'b1;
endpackage
interface ahb3lite_bus #(
  parameter HADDR_SIZE = 32,
  parameter HDATA_SIZE = 32
)
(
  input logic HCLK,HRESETn
);
  logic                   HSEL;
  logic [HADDR_SIZE -1:0] HADDR;
  logic [HDATA_SIZE -1:0] HWDATA;
  logic [HDATA_SIZE -1:0] HRDATA;
  logic                   HWRITE;
  logic [            2:0] HSIZE;
  logic [            2:0] HBURST;
  logic [            3:0] HPROT;
  logic [            1:0] HTRANS;
  logic                   HMASTLOCK;
  logic                   HREADY;
  logic                   HREADYOUT;
  logic                   HRESP;
  modport master (
      input  HRESETn,
      input  HCLK,
      output HSEL,
      output HADDR,
      output HWDATA,
      input  HRDATA,
      output HWRITE,
      output HSIZE,
      output HBURST,
      output HPROT,
      output HTRANS,
      output HMASTLOCK,
      input  HREADY,
      input  HRESP
  );
  modport slave (
      input  HRESETn,
      input  HCLK,
      input  HSEL,
      input  HADDR,
      input  HWDATA,
      output HRDATA,
      input  HWRITE,
      input  HSIZE,
      input  HBURST,
      input  HPROT,
      input  HTRANS,
      input  HMASTLOCK,
      input  HREADY,
      output HREADYOUT,
      output HRESP
  );
endinterface
interface apb_bus #(
    parameter PADDR_SIZE = 6,
    parameter PDATA_SIZE = 8
  )
  (
    input logic PCLK,PRESETn
  );
    logic                    PSEL;
    logic                    PENABLE;
    logic [             2:0] PPROT;
    logic                    PWRITE;
    logic [PDATA_SIZE/8-1:0] PSTRB;
    logic [PADDR_SIZE  -1:0] PADDR;
    logic [PDATA_SIZE  -1:0] PWDATA;
    logic [PDATA_SIZE  -1:0] PRDATA;
    logic                    PREADY;
    logic                    PSLVERR;
    modport master (
      input  PRESETn,
      input  PCLK,
      output PSEL,
      output PENABLE,
      output PPROT,
      output PADDR,
      output PWRITE,
      output PSTRB,
      output PWDATA,
      input  PRDATA,
      input  PREADY,
      input  PSLVERR
    );
    modport slave (
      import is_read, is_write,
      input  PRESETn,
      input  PCLK,
      input  PSEL,
      input  PENABLE,
      input  PPROT,
      input  PADDR,
      input  PWRITE,
      input  PSTRB,
      input  PWDATA,
      output PRDATA,
      output PREADY,
      output PSLVERR
    );
    function automatic is_read();
      return PSEL & PENABLE & ~PWRITE;
    endfunction
    function automatic is_write();
      return PSEL & PENABLE & PWRITE;
    endfunction
    function automatic is_write_to_adr(input integer bits, input [PADDR_SIZE-1:0] address);
      logic [$bits(PADDR)-1:0] mask;
      mask = -1 >> ($bits(PADDR) -bits);  
      return is_write() & ( (PADDR & mask) == (address & mask) );
    endfunction
    function automatic [PDATA_SIZE-1:0] get_write_value (input [PDATA_SIZE-1:0] orig_val);
       for (int n=0; n < PDATA_SIZE/8; n++)
         get_write_value[n*8 +: 8] = PSTRB[n] ? PWDATA[n*8 +: 8] : orig_val[n*8 +: 8];
    endfunction
    function automatic is_setup_phase();
      return PSEL & ~PENABLE;
    endfunction
    task set_not_ready();
      PREADY  = 1'b0;
      PSLVERR = 1'b0;
    endtask
    task set_ready();
      PREADY  = 1'b1;
      PSLVERR = 1'b0;
    endtask
   task set_error();
     PREADY  = 1'b1;
     PSLVERR = 1'b1;
   endtask
endinterface
module rl_queue #(
  parameter DEPTH                  = 2,
  parameter DBITS                  = 32,
  parameter ALMOST_EMPTY_THRESHOLD = 0,
  parameter ALMOST_FULL_THRESHOLD  = DEPTH
)
(
  input  logic             rst_ni,          
  input  logic             clk_i,           
  input  logic             clr_i,           
  input  logic             ena_i,           
  input  logic             we_i,            
  input  logic [DBITS-1:0] d_i,             
  input  logic             re_i,            
  output logic [DBITS-1:0] q_o,             
  output logic             empty_o,         
                           full_o,          
                           almost_empty_o,  
                           almost_full_o    
);
  localparam EMPTY_THRESHOLD = 1;
  localparam FULL_THRESHOLD  = DEPTH -2;
  localparam ALMOST_EMPTY_THRESHOLD_CHECK = ALMOST_EMPTY_THRESHOLD <= 0     ? EMPTY_THRESHOLD : ALMOST_EMPTY_THRESHOLD +1;
  localparam ALMOST_FULL_THRESHOLD_CHECK  = ALMOST_FULL_THRESHOLD  >= DEPTH ? FULL_THRESHOLD  : ALMOST_FULL_THRESHOLD -2;
  logic [DBITS        -1:0] queue_data[DEPTH];
  logic [$clog2(DEPTH)-1:0] queue_wadr;
  always @(posedge clk_i,negedge rst_ni)
    if      (!rst_ni) queue_wadr <= 'h0;
    else if ( clr_i ) queue_wadr <= 'h0;
    else if ( ena_i )
      unique case ({we_i,re_i})
         2'b01 : queue_wadr <= queue_wadr -1;
         2'b10 : queue_wadr <= queue_wadr +1;
         default: ;
      endcase
  always @(posedge clk_i,negedge rst_ni)
    if (!rst_ni)
      for (int n=0; n<DEPTH; n++) queue_data[n] <= 'h0;
    else if (clr_i)
      for (int n=0; n<DEPTH; n++) queue_data[n] <= 'h0;
    else if (ena_i)
    unique case ({we_i,re_i})
       2'b01  : begin
                    for (int n=0; n<DEPTH-1; n++)
                      queue_data[n] <= queue_data[n+1];
                    queue_data[DEPTH-1] <= 'h0;
                end
       2'b10  : begin
                    queue_data[queue_wadr] <= d_i;
                end
       2'b11  : begin
                    for (int n=0; n<DEPTH-1; n++)
                      queue_data[n] <= queue_data[n+1];
                    queue_data[DEPTH-1] <= 'h0;
                    queue_data[~|queue_wadr ? DEPTH-1 : queue_wadr-1] <= d_i;
                end
       default: ;
    endcase
  always @(posedge clk_i, negedge rst_ni)
    if      (!rst_ni) almost_empty_o <= 1'b1;
    else if ( clr_i ) almost_empty_o <= 1'b1;
    else if ( ena_i )
      unique case ({we_i,re_i})
         2'b01  : almost_empty_o <= (queue_wadr <= ALMOST_EMPTY_THRESHOLD_CHECK);
         2'b10  : almost_empty_o <=~(queue_wadr >  ALMOST_EMPTY_THRESHOLD_CHECK);
         default: ;
      endcase
  always @(posedge clk_i, negedge rst_ni)
    if      (!rst_ni) empty_o <= 1'b1;
    else if ( clr_i ) empty_o <= 1'b1;
    else if ( ena_i )
      unique case ({we_i,re_i})
         2'b01  : empty_o <= (queue_wadr == EMPTY_THRESHOLD);
         2'b10  : empty_o <= 1'b0;
         default: ;
      endcase
  always @(posedge clk_i, negedge rst_ni)
    if      (!rst_ni) almost_full_o <= 1'b0;
    else if ( clr_i ) almost_full_o <= 1'b0;
    else if ( ena_i )
      unique case ({we_i,re_i})
         2'b01  : almost_full_o <=~(queue_wadr <  ALMOST_FULL_THRESHOLD_CHECK);
         2'b10  : almost_full_o <= (queue_wadr >= ALMOST_FULL_THRESHOLD_CHECK);
         default: ;
      endcase
  always @(posedge clk_i, negedge rst_ni)
    if      (!rst_ni) full_o <= 1'b0;
    else if ( clr_i ) full_o <= 1'b0;
    else if ( ena_i )
      unique case ({we_i,re_i})
         2'b01  : full_o <= 1'b0;
         2'b10  : full_o <= (queue_wadr == FULL_THRESHOLD);
         default: ;
      endcase
  assign q_o = queue_data[0];
endmodule
</file>
==> flow_summary_export.csv <==
group,metric,value,unit
hold_path,hold_path_end,"almost_full_o$_DFFE_PN0P_",
power,power_switching_share,28.9,%
yosys,synth_stat.cells,448,
power,power_leakage,1.93,nW
placement,hpwlAfterDp,6480,um
floorplanning,fp_util,41.1,%
floorplanning,ioPinCount,74,
placement,gpl.final_weighted_congestion,0.764,
cells_and_area,layout_top_cells,"clkdlybuf4s50_1, dfrtp_1, a221oi_1",
job,tool_warning_count,29,
placement,io_buffers,72,
final_timing,grt_setup_unrepaired,"false",
clock_tree,clock_sink_count,68,
floorplanning,dieHeight,108,um
detailed_routing,length_of_the_first_detailed_routing_pass_in_iterations,5,
worst_setup_path,crit_family,"buffers and inverters",
yosys,postSynthRegisterBits,68,
hold_path,holdCritStartpoint,"almost_full_o$_DFFE_PN0P_",
yosys,synthesis.area_per_instance,9.95,um^2
worst_setup_path,ff2ff_path_depth,4,
detailed_routing,first_iter_violations,438,
final_timing,drv_slew,0,
worst_setup_path,critPathCaptureType,"flop",
power,vdd_ir_drop_max,0.211,mV
power,power.share.sequential,43.7,%
yosys,synth-warning-count,0,
final_timing,relSlewSlack,47.6,%
clock_tree,cts_hold_repair.buffers,0,
floorplanning,row_count,38,
clock_tree,cts-htree-levels,3,
job,max_cap_violations,0,
cells_and_area,flop_area,1710,um^2
final_timing,whs,511,ps
power,power_report.internal_total,1.01,mW
detailed_routing,drt.antenna.violating_nets,0,
yosys,netlist.top_cell.by_area,"dfrtp_1",
run_status,status,"completed",
clock_tree,clockRootBuffer,"clkbuf_8",
global_route,global_routing_usage_summed_across_all_routing_layers,21.3,%
cells_and_area,layout-drive-gt1-share,9.17,%
final_timing,setup_viol,0,
worst_setup_path,timing.critical_path.fanout_max,38,
power,net_switching_power_figure,412,uW
detailed_routing,met3RoutedLength,812,um
detailed_routing,wl_met2,5440,um
clock_tree,clock_path_buffers,2,
detailed_routing,drt_wl_total,11700,um
placement,dp.cells,582,
power,p_total,1.42,mW
detailed_routing,vias_per_cell,6.54,
cells_and_area,layout_top_cell_excl_fill_tap,"clkdlybuf4s50_1",
yosys,synthDistinctLibCells,35,
final_timing,fmax,308,MHz
worst_setup_path,critical_path_slowest_stage_cell,"ha_2",
yosys,syn-cell-area,4460,um^2
final_timing,worst_slew_pin_slew,785,ps
clock_tree,post_cts.repair.setup_buffers,0,
detailed_routing,drc_errors,0,
global_route,first_global_vias,3568,
power,power_density,277,nW/um^2
final_timing,fin_setup_tns,0,ps
worst_setup_path,timing.critical_path.arrival,3520,ps
cells_and_area,final_cells,598,
cells_and_area,fin_util,47.4,%
yosys,ys_seq_share,38.2,%
clock_tree,cts-buffers-inserted,9,
clock_tree,cts_tree,"yes",
clock_tree,clkTransAtPathRegs,80,ps
clock_tree,cts_repair_resize_count,0,
global_route,antenna_found_initial,0,
detailed_routing,vias,3909,
cells_and_area,syn2layout_area_growth,15.4,%
floorplanning,chipArea,11600,um^2
cells_and_area,n_fill_cell,991,
final_timing,hold_violations,0,
hold_path,min_path_type,"reg -> reg",
worst_setup_path,timing.rr.end,"q_o[15]$_DFFE_PN0P_",
worst_setup_path,crit_required,5180,ps
detailed_routing,detailed_route_wire_length_on_metal_1,5410,um
detailed_routing,wl_per_cell,19.6,um
global_route,grt_start_max_net_pins,76,
yosys,synth_chip_area,4460,um^2
worst_setup_path,cp_slowest_stage_delay,750,ps
detailed_routing,insertedDiodeCount,0,
floorplanning,die_x,108,um
detailed_routing,highest_layer,"met4",
yosys,synthTopCellsByArea,"dfrtp_1, a221oi_1, a221o_1",
floorplanning,floorplan.core_area,10800,um^2
hold_path,timing.hold.worst_path_depth,2,
worst_setup_path,r2r_setup_slack,2660,ps
worst_setup_path,cp-start-kind,"input port",
final_timing,fin_crit,3240,ps
yosys,synth_largest_type_area_fraction,37.6,%
global_route,wire_length_of_the_first_global_routing_pass,19000,um
cells_and_area,combGateArea,2190,um^2
global_route,grt_remaining_overflow,0,
clock_tree,insertion_delay,350,ps
yosys,synthesis.instances,448,
worst_setup_path,critical_path.cell_chain,"clkdlybuf4s50_1 > ha_2 > buf_4 > a22oi_1 > a2111oi_0 > a221o_1",
worst_setup_path,crit_type,"in -> reg",
worst_setup_path,regToRegStartpoint,"queue_wadr$_DFFE_PN0P_",
worst_setup_path,path_buffers,2,
power,comb_pwr_share,19.1,%
power,pwr-share-clk,37.3,%
final_timing,finalClockPeriodUsage,66.2,%
final_timing,worst_clock_skew,11.0,ps
## worst register-to-register path: stages, from the launching register on
cell       delay (ps)
dfrtp_4           870
buf_4             600
a221oi_1          100
a2111oi_0         430
a221o_1           170
## cell usage after synthesis, drive strengths merged
master and instances:
nor2b 2, conb 1, nand3 2, and3b 1
a22o 32, clkbuf 15, o31ai 1, o311ai 1
mux2i 1, o2bb2ai 1, dfrtp 67, a221oi 60
ha 5, and3 2, nand2 32, a2111oi 30
inv 5, a22oi 32, a221o 31, nand2b 1
o21ai 3, dfstp 1, nand4 1, buf 76
o211ai 1, xnor2 1, nor2 5, a21oi 32
a211oi 1, and2 1, mux2 4
## power by group through the flow
stage,clock (mW),sequential [mW],combinational [mW]
5_1_grt,0.571,0.627,0.302
4_1_cts,0.549,0.622,0.273
6_report,0.531,0.622,0.272
## flip-flops by register name (all words and copies together), names as in the netlist
register       count
queue_wadr         1
queue_data        32
q_o               32
full_o             1
empty_o            1
almost_full_o      1
## cell families after synthesis
logic type | count (synthesis) | share of synthesized area [%]
buffers and inverters | 96 | 13.0
AND/OR/NAND/NOR | 47 | 4.58
other | 1 | 0.0841
adder cells (fa/ha/maj) | 5 | 1.40
flip-flops | 68 | 38.2
multiplexers | 5 | 1.24
AND-OR/OR-AND | 225 | 41.3
XOR/XNOR | 1 | 0.197
## stage by stage
stage	worst slack, ps	instance area, um^2
floorplan	2630	4460
global placement	1370	4920
detailed placement	1320	4920
CTS	1700	5140
global route	1430	5140
finish	1660	5140
## layout make-up
class                      count  share of cell area (%)
inverter                       5                   0.365
sequential                    68                    33.2
tap                          140                    3.41
multi-input combinational    284                    42.6
clock buffer                  10                    2.68
timing repair buffer          85                    16.1
clock inverter                 6                    1.70
## per-layer routing
layer / up-vias / track usage, %
met5: - / 0
met4: 0 / 1.86
met3: 5 / 4.20
met2: 166 / 31.0
met1: 1912 / 35.1
li1: 1826 / -
## how the worst max path moves through the flow
stage / start / to / cells past startpoint
4_1_cts: we_i / q_o[15]$_DFFE_PN0P_ / 6
5_1_grt: we_i / q_o[15]$_DFFE_PN0P_ / 6
6_report: we_i / q_o[3]$_DFFE_PN0P_ / 6
Power figures rest on the tool's default switching activity, not on a simulated workload.
